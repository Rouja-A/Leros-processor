==> design/flow/design.v <==
module RegisterFile(
  input        clock,
  input        reset,
  input  [4:0] io_adr,
  input        io_regWe,
  input  [7:0] io_writeData,
  output [7:0] io_readVal
);
  reg [7:0] regFile [0:255];  
  wire [7:0] regFile_MPORT_data;  
  wire [7:0] regFile_MPORT_addr;  
  wire [7:0] regFile_MPORT_1_data;  
  wire [7:0] regFile_MPORT_1_addr;  
  wire  regFile_MPORT_1_mask;  
  wire  regFile_MPORT_1_en;  
  assign regFile_MPORT_addr = {{3'd0}, io_adr};
  assign regFile_MPORT_data = regFile[regFile_MPORT_addr];  
  assign regFile_MPORT_1_data = io_writeData;
  assign regFile_MPORT_1_addr = {{3'd0}, io_adr};
  assign regFile_MPORT_1_mask = 1'h1;
  assign regFile_MPORT_1_en = io_regWe;
  assign io_readVal = regFile_MPORT_data;  
  always @(posedge clock) begin
    if(regFile_MPORT_1_en & regFile_MPORT_1_mask) begin
      regFile[regFile_MPORT_1_addr] <= regFile_MPORT_1_data;  
    end
  end
endmodule
==> design/flow/run.sh <==
#!/bin/bash
# OpenROAD 26Q1-2900-gdf79404cd8, Yosys 0.63+post, stock flow scripts
make -C /OpenROAD-flow-scripts/flow DESIGN_CONFIG=/design/flow/config.mk WORK_HOME=/design/flow/orfs finish
==> design/flow/config.mk <==
export PLATFORM = sky130hd
export DESIGN_NAME = RegisterFile
export DESIGN_NICKNAME = RegisterFile
export VERILOG_FILES = /design/flow/design.v
export SDC_FILE = /design/flow/constraint.sdc
export NUM_CORES = 4
export LEC_CHECK = 1
export CORE_UTILIZATION = 40
export SYNTH_HDL_FRONTEND = slang
==> design/flow/constraint.sdc <==
current_design RegisterFile

set clk_period 2.1
set clk_io_pct 0.2

create_clock -name clk0 -period $clk_period [get_ports {clock}]

set non_clock_inputs [all_inputs -no_clocks]
set_input_delay [expr $clk_period * $clk_io_pct] -clock clk0 $non_clock_inputs
set_output_delay [expr $clk_period * $clk_io_pct] -clock clk0 [all_outputs]
==> results_slide.txt <==
Key Metrics from the Run

Critical path
  – Setup crit end kind: output port
  – CP Capture Point: io_readVal[6]
  – Crit Path Category: reg2out
  – Worst path required time: 1.68 ns
  – CP Max Fanout: 1
  – Crit path launch type: flip-flop
  – Crit path arrival time: 2.25 ns
  – Crit path from: regFile[14][6]

Route
  – Ant diodes: 0
  – Initial DRC Count: 398
  – ANT nets after route: 0
  – DRT Pass-1 Iters: 4
  – Via density: 5.360
  – DRT Wirelength: 21.34 mm
  – Routed len/inst: 21.98 um
  – Drt drc: 0
  – Via count: 5,205

Timing
  – Period minus WS final: 2.666 ns
  – Slew HR: 0.7120
  – Final tally of setup violations: 8
  – Worst Setup Slack, final: -0.5657 ns
  – WHS: 0.6366 ns
  – Final Max Slew Viols: 0
  – Cycle use final: 1.269
  – Final hold vios: 0
  – Fmax: 375.1 MHz
  – Worst Tran Pin Value: 0.4287 ns
  – RSZ-0062 raised after global routing: yes

Global route
  – Vias in the first global route: 5,669
  – First-pass GRT wire length: 33.14 mm
  – Pin count of the biggest net entering global routing: 33
  – GRT Util Overall: 0.1899
  – GRT overflow: 0
  – Initial antenna violation count: 0

Placed design
  – Pre-CTS setup slack: -0.8175 ns
  – Post-DP HPWL: 14.83 mm
  – RD Place Congestion: 0.9096
  – PortBufs: 22

Final layout
  – Biggest regs: regFile (256)
  – Most numerous logic cells after layout: 256 x edfxtp_1, 106 x buf_4, 50 x mux4_2
  – Fraction of layout cells with a size suffix above 1: 0.3802
  – Layout Utilization: 0.5071
  – Largest Register: regFile
  – Commonest Layout Cell: edfxtp_1
  – Syn-to-layout area delta: 23.58%
  – Largest register FFs: 256

Run
  – Tool warnings: 29
  – MaxCap Viol Count: 0

Pwr
  – Max VDD drop: 674.2 uV
  – Power consumption: 10.61 mW
  – Leakage: 4.148 nW
  – Power Dens Cells: 855.4 nW/um^2

Synthesis
  – Syn Inst Count: 495
  – Synthesized area: 10,040 um^2
  – Post-synth regs: 256
  – Yosys warns: 0
  – Yosys stat chip area: 10,040 um^2
  – Post-synthesis compound-gate area fraction: 0.03266
  – Xor/xnor share: 0
  – Yosys cell count: 495
  – Comb area leader: multiplexers
  – Post-synth mux share: 0.1491
  – Post-synth seq share: 0.7658
  – Syn avg cell area: 20.28 um^2
  – Adder share: 0
  – Simple-gate share of the synthesized area: 0.03764
  – Yosys cell types: 30

Clock network
  – TritonCTS clock tree: done
  – Clock sink count: 256
  – CTS Root Cell: clkbuf_16
  – Post-CTS Hold Fix Bufs: 0
  – H-tree levels: 1
  – CTS max path bufs: 3
  – Clk slew on worst S/H paths: 0.06 ns
  – Num CTS Buffers: 25

Min path
  – Worst hold path type: in2reg

Floorplan
  – Core area: 24,460 um^2
  – Init Core Util: 0.4104
  – Die Wd: 160.4 um
  – Row count: 57
  – Die Span Y: 160.4 um
  – Die ar.: 25,730 um^2
  – Top-Level Pins: 24

Run status
  – Failing checks: setup timing
  – Status: complete, but fails checks
synth_stat cells:
library cell | count | area share
a21oi_1 | 10 | 0.0050
a221o_1 | 3 | 0.0030
a22oi_1 | 4 | 0.0030
a31oi_1 | 10 | 0.0062
a32oi_1 | 4 | 0.0035
and2_1 | 1 | 0.00062
and3b_1 | 2 | 0.0017
buf_1 | 2 | 0.00075
buf_2 | 8 | 0.0040
buf_4 | 8 | 0.0060
clkbuf_1 | 10 | 0.0037
edfxtp_1 | 256 | 0.77
inv_1 | 1 | 0.00037
mux2_2 | 8 | 0.0090
mux2i_1 | 28 | 0.028
mux4_2 | 50 | 0.11
nand2_1 | 13 | 0.0049
nand2b_1 | 5 | 0.0031
nand3_1 | 5 | 0.0025
nand4_1 | 1 | 0.00062
nand4b_1 | 2 | 0.0017
nor2_1 | 28 | 0.010
nor2b_1 | 9 | 0.0056
nor3_1 | 8 | 0.0040
o2111ai_1 | 4 | 0.0035
o211ai_1 | 4 | 0.0030
o21ai_0 | 4 | 0.0020
o221ai_1 | 4 | 0.0035
or3_1 | 1 | 0.00062
or3b_2 | 2 | 0.0017
how the worst min path moves through the flow:
| stage | slack [ns] | endpoint | cells past startpoint | from |
|---|---|---|---|---|
| global route | 0.65 | regFile[24][7] | 4 | io_adr[0] |
| CTS | 0.63 | regFile[24][7] | 4 | io_adr[0] |
| finish | 0.64 | regFile[2][7] | 4 | io_adr[3] |
final cells by class:
type	instances	area, um^2
well taps	324	405.4
clock inverters	14	130.1
clock buffers	29	640.6
inverters	1	3.754
multi-input cells	210	2385
fillers	1895	12060
repair buffers	137	1154
flip-flops and latches	256	7687
worst max-delay path, cell delays in order, from the launching register on:
cell	delay (ns)
edfxtp_1	0.38
mux4_2	0.50
mux4_2	0.47
mux2_4	0.27
buf_2	0.12
metrics by stage:
| stage | cells | setup TNS [ns] | cell area [um^2] |
|---|---|---|---|
| CTS | 971 | -3.061 | 12360 |
| finish | 971 | -2.802 | 12410 |
| detailed placement | 928 | -53.13 | 11480 |
| floorplan | 495 | -8.388 | 10080 |
| global route | 971 | -3.477 | 12410 |
| global placement | 928 | -53.47 | 11480 |
power by group:
part	switching, mW	internal (mW)
clock network	1.78	2.43
logic	0.373	0.331
registers	0.0133	5.68
cell families (layout without fill, tap and decap cells):
| kind of cell | count (synthesis) | after routing |
|---|---|---|
| AND-OR/OR-AND | 47 | 47 |
| buffers and inverters | 29 | 181 |
| flip-flops | 256 | 256 |
| multiplexers | 86 | 86 |
| AND/OR/NAND/NOR | 77 | 77 |
layer usage:
layer / GRT usage / vias up / share of wire
met5: 0 / - / 0
met4: 0.02468 / 0 / 0.015
met3: 0.09170 / 26 / 0.10
met2: 0.2818 / 252 / 0.48
met1: 0.2892 / 2599 / 0.41
li1: - / 2328 / -
timing repair:
| item | CTS | global route |
|---|---|---|
| setup buffers | 0 | 0 |
| pin swaps | 11 | 5 |
| resized | 59 | 6 |
| endpoints found under the hold margin | 0 | 0 |
| gates cloned | 0 | 0 |
| endpoints found under the setup margin | 8 | 8 |
Power figures rest on the tool's default switching activity, not on a simulated workload.
